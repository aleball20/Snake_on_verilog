File: design/flow/config.mk
export PLATFORM = sky130hd
export DESIGN_NAME = vga_wrapper
export DESIGN_NICKNAME = vga_wrapper
export VERILOG_FILES = /design/flow/design.v
export SDC_FILE = /design/flow/constraint.sdc
export NUM_CORES = 4
export LEC_CHECK = 1
export CORE_AREA = 10 10 91 91
export DIE_AREA = 0 0 101 101
File: design/flow/constraint.sdc
current_design vga_wrapper

set clk_period 2.4
set clk_io_pct 0.2

create_clock -name clk0 -period $clk_period [get_ports {clock_25}]

set non_clock_inputs [all_inputs -no_clocks]
set_input_delay [expr $clk_period * $clk_io_pct] -clock clk0 $non_clock_inputs
set_output_delay [expr $clk_period * $clk_io_pct] -clock clk0 [all_outputs]
File: design/flow/design.v
module vga_controller (display_area, reset, red, green, blue, datarom, clock_25, score_time_enable,
                            en_start_game, en_game_over, game_enable,  color_data);
parameter PIXEL_DISPLAY_BIT = 10;
parameter BLACK = 2'b00;
parameter GREEN = 2'b01;
parameter RED   = 2'b10;
parameter WHITE = 2'b11;
output [PIXEL_DISPLAY_BIT-1'b1:0] red, green, blue;
input reset, datarom, clock_25, score_time_enable, game_enable, display_area;
input en_start_game, en_game_over;
input [1:0] color_data;
reg [PIXEL_DISPLAY_BIT-1'b1:0] red, green, blue;
always @ (posedge clock_25 or negedge reset )
begin
if (~reset)begin
    red<= 10'b0000000000;
    green<=10'b0000000000;
    blue<= 10'b0000000000;
end
else if (~display_area) begin  
      red<= 10'b0000000000;
    green<=10'b0000000000;
    blue<= 10'b0000000000;
end
else if (en_start_game) begin   
    red<=10'b0010100000;
    green<=10'b0010100000;
    blue<=10'b1101100000;
end
else if (en_game_over) begin   
    red<=10'b1111110000;
    green<=10'b1001100000;
    blue<=10'b1001100000;
end
else if (datarom) begin  
    red<= 10'b1111111111;
    green<= 10'b1111111111;
    blue<=10'b1111111111;
end 
else if (game_enable)
        case (color_data)
            BLACK: begin
               red<= 10'b0000000000;
					green<=10'b0000000000;
					blue<= 10'b0000000000;
            end
            GREEN: begin
                red<= 10'b0000000000;
                green<=10'b1100001111;
                blue<=10'b0000000000;
            end
            RED: begin
                red<=10'b1111110000;
                green<=10'b1001100000;
                blue<=10'b1001100000;
            end
            WHITE: begin
                  red<= 10'b1111111111;
						green<= 10'b1111111111;
						blue<=10'b1111111111;
				end
        endcase
else if (score_time_enable) begin  
            red<= 10'b0000000000;
            green<=10'b1100001111;
            blue<=10'b0000000000;
    end
else begin  
            red<= 10'b0000000000;
				green<=10'b0000000000;
				blue<= 10'b0000000000;
        end
end
endmodule
module vga_tracker (display_area, frame_tik, clock_25, h_sync, v_sync, reset, X, Y);
parameter PIXEL_DISPLAY_BIT   = 9;
parameter H_DISPLAY           = 640;  
parameter H_FRONT_PORCH       = 16;  
parameter H_SYNC_PULSE        =	96;  
parameter H_BACK_PORCH        = 48;  
parameter H_TOTAL = H_DISPLAY + H_FRONT_PORCH + H_SYNC_PULSE + H_BACK_PORCH;  
parameter V_DISPLAY           = 480;  
parameter V_FRONT_PORCH       = 10;  
parameter V_SYNC_PULSE        =	2;  
parameter V_BACK_PORCH        = 33;  
parameter V_TOTAL = V_DISPLAY + V_FRONT_PORCH + V_SYNC_PULSE + V_BACK_PORCH;  
input clock_25, reset;                   
output h_sync, v_sync;                   
output display_area;                     
output frame_tik;                        
output [PIXEL_DISPLAY_BIT:0] X,Y;        
reg [PIXEL_DISPLAY_BIT:0] X;
reg [PIXEL_DISPLAY_BIT:0] Y;
always @(posedge clock_25 or negedge reset) begin
    if (~reset) begin
        X <= 10'b0000000000;
        Y <= 10'b0000000000;
    end else begin
        if (X < H_TOTAL - 1)
            X <= X + 1'b1;
        else begin
            X <= 10'b0000000000;
            if (Y < V_TOTAL - 1'b1)
                Y<= Y + 1'b1;
            else
                Y <= 10'b0000000000;
        end
    end
end
assign display_area = (X >= H_BACK_PORCH) && (X < H_DISPLAY + H_BACK_PORCH) && (Y > V_BACK_PORCH) && (Y < V_DISPLAY + V_BACK_PORCH);
assign h_sync = ~(X >= (H_BACK_PORCH + H_DISPLAY + H_FRONT_PORCH) && X< ( H_BACK_PORCH + H_DISPLAY + H_FRONT_PORCH + H_SYNC_PULSE));
assign v_sync = ~(Y>= (V_BACK_PORCH + V_DISPLAY + V_FRONT_PORCH) && Y < (V_BACK_PORCH + V_DISPLAY + V_FRONT_PORCH + V_SYNC_PULSE));
assign frame_tik = ~v_sync;
endmodule
module vga_wrapper (clock_25,X,Y, KEY0, VGA_R, VGA_G, VGA_B, VGA_HS, VGA_VS, VGA_SYNC, VGA_BLANK, VGA_CLK, color_data, game_enable, datarom);
parameter PIXEL_DISPLAY_BIT  = 10;
input game_enable, datarom;
input [1:0] color_data;
input clock_25, KEY0;
output[PIXEL_DISPLAY_BIT-1'b1:0] X,Y;
output [PIXEL_DISPLAY_BIT-1'b1:0] VGA_R, VGA_G, VGA_B;
output VGA_HS, VGA_VS, VGA_BLANK, VGA_SYNC, VGA_CLK;
wire display_area;
assign VGA_BLANK=1'b1;
assign VGA_SYNC= 1'b0;
assign VGA_CLK= clock_25;
vga_controller my_vga_controller(
.display_area(display_area),
.red(VGA_R),
.green(VGA_G),
.blue(VGA_B),
.datarom(datarom),
.clock_25(clock_25),
.game_enable(game_enable),
.color_data(color_data)
);
vga_tracker my_vga_tracker(
    .display_area(display_area),
    .clock_25(clock_25),
    .h_sync(VGA_HS),
    .v_sync(VGA_VS),
    .reset(KEY0),
    .X(X),
    .Y(Y)
);
endmodule
File: design/flow/run.sh
#!/bin/bash
# OpenROAD 26Q1-2900-gdf79404cd8, Yosys 0.63+post, stock flow scripts
make -C /OpenROAD-flow-scripts/flow DESIGN_CONFIG=/design/flow/config.mk WORK_HOME=/design/flow/orfs finish
==> flow_summary.yaml <==
# generated from flow reports
status:
  status: "finished clean"
synth:
  syn_area_um2: 1340
  synth_seq_share: 0.375
  synth_flops: 20
  yosys-stat-area_um2: 1340
  netlist_instances: 144
  ys.warnings.count: 6
  yosys_cells: 144
  synthesis.area_per_instance_um2: 9.28
  ys_types: 39
power:
  worst_ir_drop_vdd_mv: 0.191
  power_leakage_nw: 0.744
  design_power_total_mw: 0.722
  power.density_nw_per_um2: 439
place:
  post_dp_cell_area_um2: 1540
  io_buffer_count: 24
  placedCellCount: 242
  placement.setup.worst_slack_ns: 0.287
  gpl.final_weighted_congestion: 0.813
  post-dp-hpwl_mm: 2.31
critical_path:
  critPathKind: "clk -> out"
  critical_path_peak_fanout: 2
  cp_slowest_stage_delay_ns: 0.41
  critPathLaunchType: "clock port"
  wp_data_required_ns: 1.92
  timing.critical_path.to_type: "output pin"
  path_common_cell: "clkbuf_8"
  cp.arrival_ns: 1.84
  cp_cell_sequence: "clkbuf_8 > clkbuf_8 > clkdlybuf4s50_1"
  crit_path_top_delay_cell: "clkdlybuf4s50_1"
global_route:
  grt_pass1_wl_mm: 4.94
  grt_max_degree: 21
  vias_in_the_first_global_route: 1037
  grt_usage: 0.0578
  initial_antenna_violation_count: 0
  leftover_overflow_at_the_end_of_global_routing: 0
final_timing:
  setup_viol_count_final: 0
  slew_viol_final: 0
  timing.setup.tns_ns: 0
  finalHoldViolations: 0
  grt_setup_unrepaired: "false"
  finalWorstSetupSlack_ns: 0.0841
  worst_hold_slack_ns: 0.463
  worst_clock_skew_ns: 0.00231
cts:
  clkLatencyLatePin_ns: 0.36
  clk_transition_reported_paths_ns: 0.07
  tritoncts: "yes"
  postCtsHoldBufs: 0
routing:
  drt_iter0_markers: 56
  detail_route.drc_violations: 0
  routed_wire_length_per_instance_um: 12.3
  routed-via-count: 1016
  drt_wl_total_mm: 3.09
  dr.pass1.iters: 4
  antenna_cell_count: 0
  post_drt_via_cell_ratio: 4.05
  ant_nets: 0
layout:
  drive_gt1_frac: 0.103
  fin_cells: 251
  post-route-util: 0.259
  filler_cell_count: 653
  flow.area_growth_from_synthesis_pct: 23.1
  post-route-cell-area_um2: 1650
floorplan:
  floorplan.io_pins: 61
  core_um2: 6350
  die_y_um: 101
  chipWidth_um: 101
  rows: 29
  dieArea_um2: 10200
  initial_utilization: 0.210
hold_path:
  worstHoldPathType: "in -> async"
flow_run:
  max_cap_viols: 0
  log.warning_count: 31
## cell usage after synthesis (all sizes together)
cell | n | area share
xnor2 | 2 | 0.013
and3 | 5 | 0.024
o21a | 1 | 0.0056
inv | 2 | 0.0056
and2 | 3 | 0.016
nand3 | 4 | 0.015
mux2 | 1 | 0.0084
dfrtp | 20 | 0.37
a22o | 6 | 0.039
conb | 2 | 0.0056
a221o | 1 | 0.0075
a31oi | 2 | 0.0094
or3 | 3 | 0.014
nor2b | 3 | 0.014
buf | 34 | 0.19
nor3 | 4 | 0.015
xor2 | 3 | 0.020
a21o | 2 | 0.011
a2bb2oi | 1 | 0.0066
and4 | 1 | 0.0066
o31a | 2 | 0.020
nor2 | 8 | 0.028
clkbuf | 1 | 0.0028
o31ai | 1 | 0.0056
nand2b | 1 | 0.0047
nand4 | 3 | 0.014
or4 | 2 | 0.014
o22ai | 1 | 0.0047
and2b | 1 | 0.0066
o21ai | 6 | 0.022
ha | 3 | 0.028
nand2 | 10 | 0.028
a21oi | 5 | 0.019
## registers in the layout (all words and copies together), names as in the netlist
signal,flops
my_vga_tracker.X,10
my_vga_tracker.Y,10
## cell families after synthesis
family / after synthesis / synth area share
other: 2 / 0.00562
AOI/OAI and AO/OA: 28 / 0.151
buffers and inverters: 37 / 0.199
DFF: 20 / 0.375
xor gates and xnor gates: 5 / 0.0328
and+or+nand+nor: 48 / 0.200
muxes: 1 / 0.00843
adders and majority gates: 3 / 0.0281
## per-layer routing
layer  routed length (µm)  track usage  share of wire  vias up
li1                     -            -              -      504
met1                 1400       0.0776           0.45      475
met2                 1400       0.0840           0.45       33
met3                  236       0.0249          0.076        4
met4                   51       0.0139          0.017        0
met5                    0            0              0        -
## critical path, delay by kind of cell
family,cells,cell delay (ns)
buffers and inverters,3,0.63
## cell usage in the layout, fill, tap and decap left out, drive strengths merged
| master | Yosys | routed |
|---|---|---|
| conb | 2 | 32 |
| clkdlybuf4s50 | 0 | 23 |
| dfrtp | 20 | 20 |
| nand2 | 10 | 10 |
| nor2 | 8 | 8 |
| a22o | 6 | 6 |
| clkbuf | 1 | 6 |
| o21ai | 6 | 6 |
| a21oi | 5 | 5 |
| buf | 34 | 5 |
| and3 | 5 | 5 |
| nor3 | 4 | 4 |
| nand3 | 4 | 4 |
| nand4 | 3 | 3 |
| nor2b | 3 | 3 |
| xor2 | 3 | 3 |
| or3 | 3 | 3 |
| ha | 3 | 3 |
| and2 | 3 | 3 |
| xnor2 | 2 | 2 |
| a31oi | 2 | 2 |
| a21o | 2 | 2 |
| inv | 2 | 2 |
| o31a | 2 | 2 |
| or4 | 2 | 2 |
| and4 | 1 | 1 |
| o22ai | 1 | 1 |
| nand2b | 1 | 1 |
| o21a | 1 | 1 |
| o31ai | 1 | 1 |
| and2b | 1 | 1 |
| a2bb2oi | 1 | 1 |
| a221o | 1 | 1 |
| mux2 | 1 | 1 |
| dlygate4sd2 | 0 | 1 |
## power breakdown
group	internal, mW	leakage, nW	switching (mW)
clock network	0.245	0.0471	0.128
registers	0.337	0.270	0
logic	0.00249	0.427	0.00984
total	0.584	0.744	0.138
## worst paths after layout
kind / startpoint / slack [ns] / cells after the start / end
hold reg to reg: my_vga_tracker.X[0]$_DFF_PN0_ / 0.52 / 1 / my_vga_tracker.X[0]$_DFF_PN0_
max in group asynchronous: KEY0 / 1.72 / 2 / my_vga_tracker.X[2]$_DFF_PN0_
setup / recovery: clock_25 / 0.08 / 3 / VGA_CLK
hold / removal: KEY0 / 0.46 / 2 / my_vga_tracker.X[6]$_DFF_PN0_
min in group clk0: my_vga_tracker.X[0]$_DFF_PN0_ / 0.52 / 1 / my_vga_tracker.X[0]$_DFF_PN0_
setup reg to reg: my_vga_tracker.X[0]$_DFF_PN0_ / 0.43 / 5 / my_vga_tracker.Y[7]$_DFFE_PN0N_
## final cells by class
class | count | area [µm²] | area share
repair buffers | 28 | 267 | 0.162
clock buffers | 7 | 92.6 | 0.0563
multi-input cells | 117 | 682 | 0.414
flip-flops and latches | 20 | 500 | 0.304
inverters | 2 | 7.51 | 0.00456
well taps | 77 | 96.3 | 0.0586
## what timing repair did
item | in CTS | in global routing
resized | 1 | 0
endpoints found under the setup margin | 1 | 0
buffers inserted | 3 | 0
endpoints found under the hold margin | 0 | 0
Power and IR drop assume default switching activity.
